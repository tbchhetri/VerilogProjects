===== design/flow/design.v =====
module AdvCounter (clk, reset, add, sub, anode, cathodes, count, dp);
input clk;
input reset;
input add;
input sub;
output reg [6:0] cathodes;
output reg [3:0] anode;
output [15:0] count;
output dp;
reg [15:0] count;
reg reset_debounced;
reg add_reg1;
reg add_reg2;
reg sub_reg1;
reg sub_reg2;
always @(posedge clk) add_reg1 <= add;
always @(posedge clk) add_reg2 <= add_reg1;
wire                  add_click = add_reg1 && !add_reg2;
always @(posedge clk) sub_reg1 <= sub;
always @(posedge clk) sub_reg2 <= sub_reg1;
wire                  sub_click = sub_reg1 && !sub_reg2;
always @(posedge clk)
        if (reset)         count = 0;
        else if (add_click) count = count +1;
        else if (sub_click) count = count -1;
        else                count = count;
reg   [39:0]                      counter;
always @(posedge clk)             
	if(reset_debounced)       counter     <= 0;
	else                      counter     <= counter + 1;
wire                          anode_clk    =  (counter[15:0] == 16'h8000);
always @(posedge clk)
        if(reset)       anode <= 4'b0111;	
	     else if(anode_clk)   anode <= {anode[0],anode[3:1]};  
	     else                 anode <=  anode;  
reg [3:0] cathode_select;
always @(anode or count )
       case({anode})
	      4'b0111:  cathode_select = count[15:12]; 
	      4'b1011:  cathode_select = count[11:8]; 
	      4'b1101:  cathode_select = count[7:4]; 
	      4'b1110:  cathode_select = count[3:0];
	      default:  cathode_select = 4'h0; 
      endcase
wire dp = 1 ;  
always @(cathode_select or dp)
       case(cathode_select)
	       4'h0:  cathodes = {7'b0000_001};
	       4'h1:  cathodes = {7'b1001_111};
	       4'h2:  cathodes = {7'b0010_010};
	       4'h3:  cathodes = {7'b0000_110};
	       4'h4:  cathodes = {7'b1001_100};
	       4'h5:  cathodes = {7'b0100_100};
	       4'h6:  cathodes = {7'b1100_000};
	       4'h7:  cathodes = {7'b0001_111};
	       4'h8:  cathodes = {7'b0000_000};
	       4'h9:  cathodes = {7'b0001_100};
	       4'ha:  cathodes = {7'b0001_000};
	       4'hb:  cathodes = {7'b1100_000};
	       4'hc:  cathodes = {7'b0110_001};
	       4'hd:  cathodes = {7'b1000_010};
	       4'he:  cathodes = {7'b0110_000};
	       4'hf:  cathodes = {7'b0111_000};
     endcase
 endmodule   

===== design/flow/run.sh =====
#!/bin/bash
# OpenROAD 26Q1-2900-gdf79404cd8, Yosys 0.63+post, stock flow scripts
make -C /OpenROAD-flow-scripts/flow DESIGN_CONFIG=/design/flow/config.mk WORK_HOME=/design/flow/orfs finish

===== design/flow/config.mk =====
export PLATFORM = sky130hd
export DESIGN_NAME = AdvCounter
export DESIGN_NICKNAME = AdvCounter
export VERILOG_FILES = /design/flow/design.v
export SDC_FILE = /design/flow/constraint.sdc
export NUM_CORES = 4
export LEC_CHECK = 1
export CORE_AREA = 10 10 95 95
export DIE_AREA = 0 0 105 105

===== design/flow/constraint.sdc =====
current_design AdvCounter

set clk_period 4.3
set clk_io_pct 0.2

create_clock -name clk0 -period $clk_period [get_ports {clk}]

set non_clock_inputs [all_inputs -no_clocks]
set_input_delay [expr $clk_period * $clk_io_pct] -clock clk0 $non_clock_inputs
set_output_delay [expr $clk_period * $clk_io_pct] -clock clk0 [all_outputs]

==> qor.yml <==
min_path:
  worstHoldPathType: "flop to flop"
global_routing:
  grt_pass1_wl_um: 7080
  antenna_found_initial: 0
  grt.total_usage: 0.0731
  gr-total-overflow: 0
  grt_pass1_vias: 1446
  grt_max_degree: 23
timing:
  slew_headroom: 0.448
  clock-skew-final_ns: 0.000548
  finalCritPeriodShare: 0.677
  worst_slew_pin_slew_ns: 0.825
  hold_viol_final: 0
  post-route-min-period_ns: 2.91
  max_freq_ghz: 0.343
  setup_tns_ns: 0
  slew_violations: 0
  setup_viol: 0
  rsz0062_at_grt: "no"
clock_network:
  clockBufferDepth: 2
  cts_setup_buffers: 0
  post_cts_resized: 0
  cts_buffers: 3
  cts_sinks: 20
  insertion_delay_ns: 0.26
  cts_hold_buf: 0
  cts_tree: "yes"
  clk_pin_slew_ns: 0.08
  cts_max_level: 1
  clock-root-buffer: "clkbuf_8"
synthesis:
  synth_area_per_cell_um2: 7.56
  yosys-stat-cells: 225
  ys_top_cells_by_count: "nand2_1 (30), a21oi_1 (22), ha_1 (21)"
  yosys_warnings: 2
  yosysTopAreaCell: "dfxtp_1"
  postSynthSeqShare: 0.235
  async_flop_share: 0
  netlist_area_um2: 1700
  synthCells: 225
  flop_cell: "dfxtp_1"
  topCellsByArea: "dfxtp_1 (24%), ha_1 (15%), nand2_1 (6.6%), a21oi_1 (6.5%), o21ai_0 (5.3%)"
  numSynthFlops: 20
  yosys.cell_types.count: 47
  top_cell: "nand2_1"
  synth_top_area_share: 0.235
  edf_count: 0
  ys_area_um2: 1700
finish:
  drive_gt1_frac: 0.0410
  fin_cells: 340
  area_delta_synth_final_pct: 22.8
  fillCellCount: 764
  final_util: 0.303
place:
  placed_cells: 336
  gp_congestion: 0.875
  place_hpwl_um: 3060
  numPortBuffers: 26
detailed_routing:
  wl_per_cell_um: 12.1
  drt_iter0_drc: 92
  dr.pass1.iters: 4
  drc: 0
  diodes: 0
  drt_wl_total_um: 4100
  dr_total_vias: 1529
  antenna_left: 0
  via_per_inst: 4.50
power:
  vdd_drop_max_mv: 0.204
  pwr-share-seq: 0.267
  pwr-share-comb: 0.544
  power.internal_uw: 645
  p_sw_uw: 375
  pwr-share-clk: 0.189
  swShare: 0.368
  power_mw: 1.02
  p_leak_nw: 0.884
  p_per_area_nw_per_um2: 488
critical_path:
  crit_path_end_kind: "primary output"
  crit_path_start_kind: "flop"
  r2r_cells: 8
  worstPathRequired_ns: 3.44
  reg2reg_slack_ns: 1.66
  crit_end: "cathodes[3]"
  crit_type: "flop to primary output"
  crit_start: "count[13]$_SDFFE_PP0P_"
  r2r_end: "count[15]$_SDFFE_PP0P_"
  cp.arrival_ns: 2.05
  critPathMaxFanout: 9
  r2r_start: "add_reg1$_DFF_P_"
floorplan:
  die_y_um: 105
  die_area_um2: 11000
  fp.dieW_um: 105
  coreArea_um2: 6910
  num_rows: 30
  initial_core_util: 0.246
  pin_count: 32
run_status:
  outcome: "finished clean"
run:
  warning_count: 31
  maxCapViolCount: 0
## cell families after synthesis
family / count (synthesis) / share of synthesized area
and+or+nand+nor: 81 / 0.229
DFF: 20 / 0.235
adders and majority gates: 22 / 0.166
other: 2 / 0.00441
xor gates and xnor gates: 6 / 0.0309
muxes: 5 / 0.0309
buffers and inverters: 22 / 0.0618
AOI/OAI and AO/OA: 67 / 0.242
## cells in the final DEF, fill, tap and decap left out, drive strengths merged, types with 2 or more instances in the layout
master / instances
nand4: 4
nand2b: 2
xnor2: 4
nand3: 7
o21a: 2
a21oi: 23
a31oi: 3
nor3: 6
nand3b: 2
a211oi: 3
xor2: 2
nor2: 17
o21ai: 18
or2b: 2
clkdlybuf4s50: 26
inv: 8
a31o: 2
dfxtp: 20
clkbuf: 3
a21o: 8
conb: 5
nor2b: 2
o21bai: 2
ha: 21
nand2: 30
or3: 2
mux2i: 3
mux2: 2
## how the worst min path moves through the flow
stage	start	end	slack, ns	cells after the start
after CTS	sub_reg1$_DFF_P_	sub_reg2$_DFF_P_	0.35	0
after global routing	sub_reg1$_DFF_P_	sub_reg2$_DFF_P_	0.37	0
final	sub_reg1$_DFF_P_	sub_reg2$_DFF_P_	0.35	0
## registers in the layout, summed over array words and instances, names as in the netlist
signal and cells:
count 16, add_reg1 1, add_reg2 1, sub_reg2 1, sub_reg1 1
## final cells by class
cell class / count / area (um2) / share of cell area
clock buffers: 3 / 41.3 / 0.0198
clock inverters: 1 / 30.0 / 0.0144
inverters: 8 / 30.0 / 0.0144
multi-input cells: 186 / 1210 / 0.578
flip-flops and latches: 20 / 400 / 0.192
well taps: 96 / 120 / 0.0575
repair buffers: 26 / 260 / 0.125
## power by group through the flow
stage	logic, mW	registers [mW]	clock network [mW]
after global routing	0.629	0.283	0.206
after CTS	0.562	0.274	0.201
final	0.555	0.272	0.193
## routing by layer
metal | track usage | vias to the layer above | share of wire
met5 | 0 | - | 0
met4 | 0.00686 | 0 | 0.0088
met3 | 0.0130 | 2 | 0.032
met2 | 0.119 | 22 | 0.45
met1 | 0.102 | 679 | 0.51
li1 | - | 826 | -
## through the flow
stage / hold WS, ns / instance area (um2) / setup slack (ns)
2_1_floorplan: 0.323 / 1710 / 1.83
3_3_place_gp: 0.326 / 2020 / 1.67
3_5_place_dp: 0.334 / 2020 / 1.64
4_1_cts: 0.353 / 2090 / 1.34
5_1_grt: 0.366 / 2090 / 1.18
6_report: 0.350 / 2090 / 1.39
## worst max-delay path, stage by stage (launching register included)
cell and delay, ns:
dfxtp_1 0.52, inv_1 0.13, ha_1 0.31, nand2_1 0.08, o21ai_0 0.08, o21ai_0 0.17
clkdlybuf4s50_1 0.49
Power is estimated from default activity; no workload was simulated.
