==> flow/design.v <==
module counter (clk, reset, counter);
input          clk;
input          reset;
output  [3:0]  counter;
reg  [3:0]     counter;    
wire           ms_tick = counter == 17'd100_000; 
always @(posedge clk)
  if (!reset)            counter <= 0 ;
  else if (ms_tick)      counter <= 0 ;
  else                   counter  <= counter + 1;
endmodule
==> flow/run.sh <==
#!/bin/bash
# OpenROAD 26Q1-2900-gdf79404cd8, Yosys 0.63+post, stock flow scripts
make -C /OpenROAD-flow-scripts/flow DESIGN_CONFIG=/design/flow/config.mk WORK_HOME=/design/flow/orfs finish
==> flow/config.mk <==
export PLATFORM = sky130hd
export DESIGN_NAME = counter
export DESIGN_NICKNAME = counter
export VERILOG_FILES = /design/flow/design.v
export SDC_FILE = /design/flow/constraint.sdc
export NUM_CORES = 4
export LEC_CHECK = 1
export CORE_AREA = 10 10 70 70
export DIE_AREA = 0 0 80 80
==> flow/constraint.sdc <==
current_design counter

set clk_period 1.2
set clk_io_pct 0.2

create_clock -name clk0 -period $clk_period [get_ports {clk}]

set non_clock_inputs [all_inputs -no_clocks]
set_input_delay [expr $clk_period * $clk_io_pct] -clock clk0 $non_clock_inputs
set_output_delay [expr $clk_period * $clk_io_pct] -clock clk0 [all_outputs]
==> run_results.csv <==
group,metric,value,unit
status,status,"finished, final reports clean",
place,gp_congestion,0.591,
pwr,ir_drop,0.671,mV
yosys,netlist_instances,13,
pwr,leakagePower,0.127,nW
yosys,ys_cells,13,
route,wl_met3,69,um
clock_tree,numCtsBuffers,3,
cells_and_area,top_register,"counter",
route,wl_per_cell,5.75,um
route,drtIter0Drc,1,
timing,fin_setup_tns,0,ns
pwr,power_density,1260,nW/um2
route,route.met2.wl,60,um
timing,finClkSkew,0.00287,ns
die,fp_util,0.0425,
global_routing,antenna_found_initial,0,
setup_path,worstSetupEndpointType,"primary output",
route,vias_per_cell,1.62,
run,cap_violations,0,
clock_tree,cts_tree,"built",
global_routing,grt_pass1_wl,703,um
global_routing,groute.usage.overall,0.0155,
route,final_antenna_net_count,0,
cells_and_area,area_growth_syn_to_layout,94.8,%
place,port_buffers,5,
die,die_y,80,um
setup_path,criticalPathCategory,"reg2out",
cells_and_area,largest_reg_flops,4,
setup_path,r2r_slack,0.27,ns
setup_path,critPathMaxStageDelay,0.33,ns
setup_path,timing.critical_path.buf_inv,1,
timing,fmax,0.930,GHz
yosys,yosysWarnings,1,
route,drc,0,
setup_path,worstSetupStartpoint,"counter[0]",
route,dr.pass1.iters,2,
clock_tree,cts_root_buf,"clkbuf_4",
yosys,syn_avg_cell_area,11.2,um2
timing,worst_pin_slew,0.113,ns
setup_path,path_cells,"dlygate4sd2_1",
route,vias,110,
die,die_w,80,um
run,tool_warnings,25,
clock_tree,clockBufferDepth,2,
cells_and_area,logic_area,65.1,um2
setup_path,worstPathRequired,0.96,ns
clock_tree,cts_sinks,4,
setup_path,cp.depth,1,
die,die-area,6400,um2
timing,min_period,1.07,ns
setup_path,cp_data_arrival_time,0.83,ns
route,totalWireLength,391,um
place,place_ws,0.0836,ns
timing,slew_viol_final,0,
timing,holdWs,0.427,ns
timing,grt_setup_unrepaired,"false",
die,core-area,3420,um2
timing,hold_viol_final,0,
yosys,ys_seq_frac,0.552,
global_routing,grt_pass1_vias,143,
yosys,numSynthFlops,4,
place,dp_hpwl,293,um
die,ios,6,
setup_path,critPathMaxFanout,4,
timing,setup_viol,0,
die,std_cell_rows,21,
clock_tree,cts.clk_slew.worst_paths,0.04,ns
route,top_layer_used,"met3",
global_routing,grt_max_degree,6,
setup_path,critPathTopFamily,"flip-flops",
cells_and_area,reg_top3,"counter (4)",
cells_and_area,fillerInstances,410,
setup_path,crit_end,"counter[0]",
cells_and_area,drive_gt1_frac,0.364,
setup_path,crit-reg2reg-capture,"counter[2]",
timing,slew_headroom,0.923,
setup_path,critPathLaunchType,"flip-flop",
clock_tree,h-tree-depth,1,
setup_path,rr_worst_depth,3,
setup_path,slowest_stage,"dfxtp_2",
route,diodes,0,
yosys,ys_chip_area,145,um2
timing,setup_slack,0.125,ns
min_path,min_path_type,"reg2reg",
cells_and_area,flop_area,85.1,um2
global_routing,gr-total-overflow,0,
clock_tree,cts_hold_buf,0,
clock_tree,clock_latency,0.24,ns
timing,finalClockPeriodUsage,0.896,
setup_path,r2r-start,"counter[0]",
yosys,synth_area,145,um2
route,met1_length,261,um
yosys,ys_types,9,
## worst min path at each step
stage	startpoint	endpoint	slack (ns)	depth (start not counted)
CTS	counter[0]	counter[0]	0.43	1
global route	counter[0]	counter[0]	0.45	1
finish	counter[0]	counter[0]	0.43	1
## what timing repair did
| item | CTS | global route |
|---|---|---|
| buffers inserted | 1 | 0 |
| setup endpoints to repair | 4 | 0 |
| resized | 8 | 0 |
## layout by cell type, fill, tap and decap left out
cell / n
ha_1: 1
nand2_1: 1
and2_1: 2
buf_4: 1
mux2i_1: 1
nor2b_1: 1
nand3_1: 1
clkdlybuf4s50_1: 1
dlygate4sd2_1: 4
nand2b_1: 1
xor2_1: 1
dfxtp_2: 4
clkbuf_4: 3
## worst register-to-register path: cells and delay by family, from the launching register on
family / cells / cell delay, ns
flip-flops: 1 / 0.33
AND/OR/NAND/NOR: 1 / 0.15
XOR/XNOR: 1 / 0.14
adder cells (fa/ha/maj): 1 / 0.20
## metal layers
layer | GRT usage | vias up
li1 | - | 60
met1 | 0.0266 | 41
met2 | 0.00803 | 9
met3 | 0.0182 | 0
met4 | 0.00176 | 0
met5 | 0 | -
## layout make-up
cell class / count / area share
sequential: 4 / 0.301
multi-input combinational: 9 / 0.230
tap: 46 / 0.204
timing repair buffer: 6 / 0.186
clock buffer: 3 / 0.0796
## cells by family after synthesis
kind of cell / Yosys count / synth area share
AND/OR/NAND/NOR: 6 / 0.233
flip-flops: 4 / 0.552
XOR/XNOR: 1 / 0.0604
multiplexers: 1 / 0.0690
adder cells (fa/ha/maj): 1 / 0.0862
## synthesized netlist by cell type
| master | number | share of area |
|---|---|---|
| dfxtp_1 | 4 | 0.55 |
| and2_1 | 2 | 0.086 |
| ha_1 | 1 | 0.086 |
| mux2i_1 | 1 | 0.069 |
| nand2_1 | 1 | 0.026 |
| nand2b_1 | 1 | 0.043 |
| nand3_1 | 1 | 0.034 |
| nor2b_1 | 1 | 0.043 |
| xor2_1 | 1 | 0.060 |
## report_power, final
group          internal, W  switching (W)
combinational    0.0000184      0.0000105
sequential        0.000144     0.00000707
clock             0.000113      0.0000639
total             0.000275      0.0000815
## per-stage QoR
| step | utilization | cells | cell area (um2) | total power [W] |
|---|---|---|---|---|
| floorplan | - | 13 | 145 | 0.000159 |
| global placement | 0.0740 | 64 | 253 | 0.000184 |
| detailed placement | 0.0740 | 64 | 253 | 0.000186 |
| CTS | 0.0828 | 68 | 283 | 0.000360 |
| global route | 0.0828 | 68 | 283 | 0.000387 |
| finish | 0.0828 | 68 | 283 | 0.000356 |
Power figures rest on the tool's default switching activity, not on a simulated workload.
